**design/flow/design.v**
```verilog
`timescale 1ns/100ps
module rf (clk, read_rega, read_regb, write_reg, write_data, rf_we, rsa, rsb);
  input  clk;
  input  [3:0]  read_rega;
  input  [3:0]  read_regb;
  input  [3:0]  write_reg;
  input  [31:0] write_data;
  input  rf_we;
  output [31:0] rsa;
  output [31:0] rsb;
  reg    [31:0] ram_array [15:0];
  reg    [31:0] rsa;
  reg    [31:0] rsb;
  integer i; 
  initial
  begin
     for (i = 0; i < 16; i = i + 1) begin
       ram_array[i] <= 32'H00000000;
     end
  end
  always @(posedge clk)
  begin
    if (read_rega == 4'H0)
      rsa <= 32'H00000000;
    else
      rsa <= ram_array[read_rega];
    if (read_regb == 4'H0)
      rsb <= 32'H00000000;
    else    
      rsb <= ram_array[read_regb];
    if (rf_we == 1'b1)
      ram_array[write_reg] <= write_data;
  end
endmodule
```
**design/flow/run.sh**
```bash
#!/bin/bash
# OpenROAD 26Q1-2900-gdf79404cd8, Yosys 0.63+post, stock flow scripts
make -C /OpenROAD-flow-scripts/flow DESIGN_CONFIG=/design/flow/config.mk WORK_HOME=/design/flow/orfs finish
```
**design/flow/config.mk**
```make
export PLATFORM = sky130hd
export DESIGN_NAME = rf
export DESIGN_NICKNAME = rf
export VERILOG_FILES = /design/flow/design.v
export SDC_FILE = /design/flow/constraint.sdc
export NUM_CORES = 4
export LEC_CHECK = 1
export CORE_UTILIZATION = 40
```
**design/flow/constraint.sdc**
```tcl
current_design rf

set clk_period 5.9
set clk_io_pct 0.2

create_clock -name clk0 -period $clk_period [get_ports {clk}]

set non_clock_inputs [all_inputs -no_clocks]
set_input_delay [expr $clk_period * $clk_io_pct] -clock clk0 $non_clock_inputs
set_output_delay [expr $clk_period * $clk_io_pct] -clock clk0 [all_outputs]
```
==> impl_metrics.prom <==
# HELP chip_impl_metric Metrics from one implementation run
# TYPE chip_impl_metric gauge
chip_impl_metric{name="area_enclosed_by_the_die_boundary",unit="µm²"} 59200
chip_impl_metric{name="final_min_period_over_clock_period",unit="%"} 54.7
chip_impl_metric{name="ctsHoldBuffers",unit=""} 0
chip_impl_metric{name="r2r.worst_path.cells",unit=""} 2
chip_impl_metric{name="vdd_ir_drop_max",unit="mV"} 0.226
chip_impl_metric{name="achievable-frequency",unit="GHz"} 0.310
chip_impl_metric{name="synth.ff_latch_count",unit=""} 544
chip_impl_metric{name="largest_fanout_on_the_critical_path",unit=""} 64
chip_impl_metric{name="routed-via-count",unit=""} 13000
chip_impl_metric{name="grt_start_max_net_pins",unit=""} 65
chip_impl_info{name="cts_tree",value="yes"} 1
chip_impl_info{name="unrepaired_setup_endpoints_after_global_routing",value="false"} 1
chip_impl_metric{name="internal_power",unit="µW"} 6810
chip_impl_metric{name="core-area",unit="µm²"} 57600
chip_impl_metric{name="final_cell_area",unit="µm²"} 27200
chip_impl_info{name="hold_path_end",value="rsa[31]$_SDFF_PN0_"} 1
chip_impl_metric{name="synth_async_sr_flop_share",unit="%"} 0
chip_impl_metric{name="preCtsSetupSlack",unit="ns"} 2.03
chip_impl_metric{name="synthesis.area_per_instance",unit="µm²"} 18.8
chip_impl_info{name="worst_hold_startpoint",value="ram_array[1][31]$_DFFE_PP_"} 1
chip_impl_metric{name="globalRouteOverflowTotal",unit=""} 0
chip_impl_metric{name="drtIter0Drc",unit=""} 725
chip_impl_metric{name="drv_cap",unit=""} 0
chip_impl_metric{name="synth_area",unit="µm²"} 23300
chip_impl_metric{name="yosys_warnings",unit=""} 1
chip_impl_metric{name="grt.total_usage",unit="%"} 23.5
chip_impl_metric{name="worstSkewPairLatency",unit="ns"} 0.61
chip_impl_info{name="yosys.area.top_type",value="sky130_fd_sc_hd__edfxtp_1"} 1
chip_impl_info{name="top_cell",value="sky130_fd_sc_hd__edfxtp_1"} 1
chip_impl_info{name="common_cells",value="480 x sky130_fd_sc_hd__edfxtp_1, 162 x sky130_fd_sc_hd__mux4_2, 87 x sky130_fd_sc_hd__mux2i_1, 64 x sky130_fd_sc_hd__dfxtp_1, 63 x sky130_fd_sc_hd__mux2_2"} 1
chip_impl_metric{name="clkPwrFrac",unit="%"} 41.8
chip_impl_metric{name="io_buffers",unit=""} 109
chip_impl_metric{name="cts_made_buffers",unit=""} 58
chip_impl_metric{name="grt_first_pass_wirelength",unit="µm"} 93000
chip_impl_metric{name="final.setup.tns",unit="ns"} 0
chip_impl_metric{name="data_required_critical_path",unit="ns"} 6.36
chip_impl_metric{name="ioPinCount",unit=""} 110
chip_impl_metric{name="cts.htree.levels",unit=""} 2
chip_impl_metric{name="number_of_synthesized_flops_with_an_enable_pin",unit=""} 480
chip_impl_metric{name="worst_setup_hold_path_clk_slew",unit="ns"} 0.07
chip_impl_metric{name="arrival",unit="ns"} 3.69
chip_impl_metric{name="finalSetupViolations",unit=""} 0
chip_impl_metric{name="post_cts_resize_count",unit=""} 0
chip_impl_metric{name="layout.filler_cells",unit=""} 4735
chip_impl_info{name="critical_path.reg2reg.startpoint",value="ram_array[15][30]$_DFFE_PP_"} 1
chip_impl_metric{name="final_worst_slack",unit="ns"} 2.67
chip_impl_metric{name="synth-area-yosys",unit="µm²"} 23300
chip_impl_metric{name="antenna_violating_nets_post_route",unit=""} 0
chip_impl_metric{name="timing_max_transition_violations_final",unit=""} 0
chip_impl_metric{name="static-leakage-power",unit="µW"} 0.00878
chip_impl_info{name="timing.setup.critical_path_class",value="in2reg"} 1
chip_impl_info{name="crit_path_end_kind",value="flip-flop"} 1
chip_impl_metric{name="fp.dieW",unit="µm"} 243
chip_impl_metric{name="comb_power_share",unit="%"} 8.0
chip_impl_metric{name="final_hold_violation_count",unit=""} 0
chip_impl_metric{name="wl_per_cell",unit="µm"} 28.9
chip_impl_info{name="hold_class",value="reg2reg"} 1
chip_impl_metric{name="switching_power",unit="µW"} 1880
chip_impl_metric{name="drive_above_1_share",unit="%"} 28.3
chip_impl_metric{name="grt_antenna_before_repair",unit=""} 3
chip_impl_metric{name="fin_crit",unit="ns"} 3.23
chip_impl_metric{name="floorplanUtilization",unit="%"} 40.5
chip_impl_metric{name="fp-row-count",unit=""} 88
chip_impl_metric{name="drt-pass1-iter-count",unit=""} 5
chip_impl_metric{name="power_density",unit="nW/µm²"} 320
chip_impl_metric{name="globalplace.congestion",unit=""} 0.855
chip_impl_metric{name="worst_reg2reg_setup_slack",unit="ns"} 4.41
chip_impl_metric{name="clock_path_buffers",unit=""} 3
chip_impl_metric{name="grt_pass1_vias",unit=""} 14900
chip_impl_info{name="synth_top_flop_cell",value="sky130_fd_sc_hd__edfxtp_1"} 1
chip_impl_info{name="root_buffer_selected_by_cts",value="sky130_fd_sc_hd__clkbuf_16"} 1
chip_impl_metric{name="post-cts-setup-buffers",unit=""} 0
chip_impl_info{name="post_synth_main_area_contributors",value="sky130_fd_sc_hd__edfxtp_1 62%, sky130_fd_sc_hd__mux4_2 16%, sky130_fd_sc_hd__dfxtp_1 5.5%"} 1
chip_impl_info{name="worst_setup_path_start_kind",value="input port"} 1
chip_impl_metric{name="yosysSeqAreaShare",unit="%"} 67.4
chip_impl_metric{name="post-synth-top-area-fraction",unit="%"} 61.9
chip_impl_metric{name="slew_headroom",unit="%"} 43.8
chip_impl_metric{name="number_of_instances_in_the_synthesized_netlist",unit=""} 1236
chip_impl_info{name="r2r_end",value="rsa[30]$_SDFF_PN0_"} 1
chip_impl_info{name="status",value="completed"} 1
chip_impl_metric{name="drt-vias-per-instance",unit=""} 6.03
chip_impl_metric{name="chipHeight",unit="µm"} 243
chip_impl_metric{name="worst_pin_slew",unit="ns"} 0.843
chip_impl_metric{name="dpl_cell_area",unit="µm²"} 25200
chip_impl_metric{name="clock_sinks",unit=""} 544
chip_impl_metric{name="sequentialPowerShare",unit="%"} 50.2
chip_impl_metric{name="yosys_cells",unit=""} 1236
chip_impl_metric{name="drcViolationCount",unit=""} 0
chip_impl_metric{name="drt_wl_total",unit="µm"} 62500
chip_impl_metric{name="sw_frac_of_total",unit="%"} 21.6
chip_impl_metric{name="synth_cell_type_count",unit=""} 33
chip_impl_metric{name="dpl.hpwl",unit="µm"} 34300
chip_impl_metric{name="area_growth_syn_to_layout",unit="%"} 16.6
chip_impl_metric{name="clock-skew-final",unit="ns"} 0.0165
chip_impl_metric{name="tool_warnings",unit=""} 25
chip_impl_metric{name="hold-path-cell-count",unit=""} 2
==> sequential cells by signal, indices dropped and copies added, names as in the netlist <==
name / cells
rsb: 32
ram_array: 480
rsa: 32
==> metal layers <==
| metal | track usage [%] | wire length [µm] | vias up |
|---|---|---|---|
| li1 | - | - | 5484 |
| met1 | 29.6 | 21500 | 6443 |
| met2 | 32.9 | 28400 | 1005 |
| met3 | 19.6 | 11300 | 99 |
| met4 | 4.07 | 1210 | 4 |
| met5 | 0.327 | 27 | - |
==> worst max-delay path, stage by stage <==
cell	delay (ns)
sky130_fd_sc_hd__buf_8	0.46
sky130_fd_sc_hd__buf_4	0.53
sky130_fd_sc_hd__buf_4	0.49
sky130_fd_sc_hd__mux2_2	0.39
sky130_fd_sc_hd__a221o_1	0.28
sky130_fd_sc_hd__a21oi_1	0.17
sky130_fd_sc_hd__a21oi_1	0.06
==> worst max-delay path by stage <==
stage,endpoint,depth (start not counted),start
after CTS,rsb[22]$_SDFF_PN0_,7,read_regb[0]
after global routing,rsb[23]$_SDFF_PN0_,7,read_regb[0]
final,rsb[23]$_SDFF_PN0_,7,read_regb[0]
==> placed cells by master, fill, tap and decap left out, types with 2 or more instances in the layout <==
cell                              instances
sky130_fd_sc_hd__buf_4                   44
sky130_fd_sc_hd__bufinv_16                4
sky130_fd_sc_hd__clkinv_1                 3
sky130_fd_sc_hd__nor3_2                   3
sky130_fd_sc_hd__dfxtp_1                 64
sky130_fd_sc_hd__nor3_1                  31
sky130_fd_sc_hd__nor2b_4                  2
sky130_fd_sc_hd__clkinv_2                 9
sky130_fd_sc_hd__clkinv_4                 2
sky130_fd_sc_hd__o22ai_1                 31
sky130_fd_sc_hd__nand2b_1                 3
sky130_fd_sc_hd__o221a_2                  9
sky130_fd_sc_hd__a221o_1                 22
sky130_fd_sc_hd__edfxtp_1               480
sky130_fd_sc_hd__nand2b_2                 2
sky130_fd_sc_hd__clkbuf_1                16
sky130_fd_sc_hd__mux4_2                 162
sky130_fd_sc_hd__a21oi_1                 45
sky130_fd_sc_hd__mux2i_1                 87
sky130_fd_sc_hd__nor2_1                  30
sky130_fd_sc_hd__clkbuf_16               59
sky130_fd_sc_hd__clkbuf_8                13
sky130_fd_sc_hd__and3b_1                  2
sky130_fd_sc_hd__a221oi_1                49
sky130_fd_sc_hd__mux2_2                  63
sky130_fd_sc_hd__clkdlybuf4s50_1        102
sky130_fd_sc_hd__a22oi_1                 22
sky130_fd_sc_hd__nor2_4                  12
sky130_fd_sc_hd__clkinvlp_4               2
sky130_fd_sc_hd__nand3b_1                 2
sky130_fd_sc_hd__or2_2                    2
sky130_fd_sc_hd__nand2_1                  7
==> cell type report <==
class	instances	area [µm²]	area share, %
clock inverters	22	229	0.843
diodes	1	2.50	0.00921
flip-flops and latches	544	15700	57.8
clock buffers	87	1700	6.26
repair buffers	149	1390	5.10
multi-input cells	594	7190	26.5
well taps	765	957	3.52
==> power by group through the flow <==
stage	Clock [µW]	Combinational, µW	Sequential, µW
6_report	3630	695	4370
4_1_cts	3710	701	4370
5_1_grt	3860	748	4380
==> kinds of logic after synthesis <==
kind of cell           after synthesis  synth area share, %
flip-flops                         544                 67.4
multiplexers                       312                 22.4
AND-OR/OR-AND                      180                 5.77
AND/OR/NAND/NOR                    102                 2.10
buffers and inverters               98                 2.31
==> through the flow <==
stage               util, %  cells  hold slack, ns  power, µW
floorplan                 -   1236           0.544       4810
global placement       43.8   2052           0.599       5140
detailed placement     43.8   2052           0.611       5140
CTS                    47.2   2161           0.614       8780
global route           47.2   2162           0.681       8990
finish                 47.2   2162           0.616       8690
Power figures rest on the tool's default switching activity, not on a simulated workload.
